$ cat flow/run.sh
#!/bin/bash
# OpenROAD 26Q1-2900-gdf79404cd8, Yosys 0.63+post, stock flow scripts
make -C /OpenROAD-flow-scripts/flow DESIGN_CONFIG=/design/flow/config.mk WORK_HOME=/design/flow/orfs finish
$ cat flow/config.mk
export PLATFORM = sky130hd
export DESIGN_NAME = execute_reg_file
export DESIGN_NICKNAME = execute_reg_file
export VERILOG_FILES = /design/flow/design.v
export SDC_FILE = /design/flow/constraint.sdc
export NUM_CORES = 4
export LEC_CHECK = 1
export CORE_AREA = 10 10 135 135
export DIE_AREA = 0 0 145 145
$ cat flow/constraint.sdc
current_design execute_reg_file

set clk_period 1.0
set clk_io_pct 0.2

create_clock -name clk0 -period $clk_period [get_ports {clk}]

set non_clock_inputs [all_inputs -no_clocks]
set_input_delay [expr $clk_period * $clk_io_pct] -clock clk0 $non_clock_inputs
set_output_delay [expr $clk_period * $clk_io_pct] -clock clk0 [all_outputs]
$ cat flow/design.v
module execute_reg_file #(
    parameter DATA_WIDTH = 32,
    REGISTER_ADDRESS_WIDTH = 5
)(
    input logic                     clk,
    input logic                     resultSRCD_i,
    input logic                     memWriteD_i,
    input logic [DATA_WIDTH-1:0]    ALUresultD_i,
    input logic [DATA_WIDTH-1:0]    RD2D_i,
    input logic [1:0]               memTypeD_i,
    input logic                     memSignD_i,
    input logic                     AUIPCD_i,
    input logic                     regWriteD_i,
    input logic [REGISTER_ADDRESS_WIDTH-1:0] AD3D_i,
    input logic                     JALD_i,
    input logic [DATA_WIDTH-1:0]    incPC3_i,
    output logic                    resultSRCE_o,
    output logic                    memWriteE_o,
    output logic [DATA_WIDTH-1:0]   ALUresultE_o,
    output logic [DATA_WIDTH-1:0]   RD2E_o,
    output logic [1:0]              memTypeE_o,
    output logic                    memSignE_o,
    output logic                    AUIPCE_o,
    output logic                    regWriteE_o,
    output logic [REGISTER_ADDRESS_WIDTH-1:0] AD3E_o,
    output logic                    JALE_o,
    output logic [DATA_WIDTH-1:0]   incPC4_o
);
always_ff @(negedge clk) begin
    resultSRCE_o <= resultSRCD_i;
    memWriteE_o <= memWriteD_i;
    ALUresultE_o <= ALUresultD_i;
    RD2E_o <= RD2D_i;
    memTypeE_o <= memTypeD_i;
    memSignE_o <= memSignD_i;
    AUIPCE_o <= AUIPCD_i;
    regWriteE_o <= regWriteD_i;
    AD3E_o <= AD3D_i;
    JALE_o <= JALD_i;
    incPC4_o <= incPC3_i;
end
endmodule
==> results.py <==
# Synthesis and PnR figures
metrics = {
    "worst_setup_path": {
        "criticalPathCategory": "reg -> out",
        "critPathRequiredTime_ps": 800,
        "critical_path.slowest_cell": "sky130_fd_sc_hd__dfxtp_2",
        "worst_path_dominant_cell_family": "flip-flops",
        "critical_path.startpoint_type": "flop",
        "timing.critical_path.arrival_ps": 1320,
        "worst_path_largest_cell_delay_ps": 300,
        "critical_path.cell_chain": "buf_2",
        "worstPathMaxFanout": 1,
        "worstPathBufferInverterCount": 1,
        "crit_path_end_kind": "output pin",
    },
    "drt": {
        "detail-route-antenna-nets": 0,
        "wire_per_inst_um": 11.8,
        "antenna_cells_inserted": 0,
        "vias_per_cell": 3.04,
        "num_vias": 2017,
        "dr_wl_met3_um": 1080,
        "drc_errors": 0,
        "detailedRoute.firstIterationViolations": 21,
        "detail_route.wirelength_um": 7820,
        "dr_wl_met2_um": 3640,
        "drt-met1-wl_um": 2910,
        "firstDrtPassIters": 4,
        "dr.max_layer_used": "met4",
    },
    "power": {
        "leakagePower_nw": 2.52,
        "clock_power_share_pct": 50.5,
        "power.combinational.fraction_pct": 5.8,
        "share_seq_of_total_power_pct": 43.7,
        "power_mw": 10.7,
        "powerDensity_nw_per_um2": 2200,
        "switching_portion_of_total_power_pct": 25.8,
        "ir_worst_vdd_mv": 0.758,
        "total_switching_power_mw": 2.75,
        "cell_internal_pwr_mw": 7.91,
    },
    "final_timing": {
        "worst_hold_slack_ps": 730,
        "unrepaired_setup_endpoints_after_global_routing": "true",
        "final-setup-viol-count": 109,
        "worstMarginPinSlew_ps": 110,
        "timing_max_transition_violations_final": 0,
        "slew_headroom_pct": 92.7,
        "postLayoutSetupSlackWorst_ps": -516,
        "final-hold-violation-count": 0,
    },
    "cts": {
        "clock-root-buffer": "sky130_fd_sc_hd__clkbuf_16",
        "tritoncts_clock_tree": "yes",
        "clkTransAtPathRegs_ps": 40,
        "cts_htree_levels": 3,
        "cts_buffer_depth": 2,
        "postCtsSetupRepairBufs": 0,
        "clock_sink_count": 109,
        "cts_hold_repair.buffers": 0,
        "cts_inserted_buffers": 9,
    },
    "synth": {
        "postSynth.topFlopCell": "sky130_fd_sc_hd__dfxtp_1",
        "post_synth_inst_count": 110,
        "synth.top_cells.by_area": "sky130_fd_sc_hd__dfxtp_1, sky130_fd_sc_hd__inv_1",
        "synth.lib_cells_used.distinct": 2,
        "postSynthAreaPerCell_um2": 19.9,
        "ys_async_sr_fraction_pct": 0,
        "synth.cells.most_frequent": "sky130_fd_sc_hd__dfxtp_1, sky130_fd_sc_hd__inv_1",
        "syn_area_um2": 2190,
        "seq_area_frac_synth_pct": 99.8,
        "yosys-stat-cells": 110,
        "netlist.top_cell.by_area": "sky130_fd_sc_hd__dfxtp_1",
        "synth.ff_latch_count": 109,
        "yosys_warnings": 1,
        "yosys_area_um2": 2190,
        "synth_top_area_share_pct": 99.8,
        "edf_count": 0,
        "yosysMostFrequentCell": "sky130_fd_sc_hd__dfxtp_1",
    },
    "job": {
        "warnings": 136,
        "maxcap_viol_count": 0,
    },
    "final_layout": {
        "fill_cells": 1528,
        "syn2layout_area_growth_pct": 122,
        "combGateArea_um2": 0,
        "post_layout_nonfiller_instances": 663,
        "final_layout_size_suffix_gt1_share_pct": 29.9,
        "multi_input_comb_cells": 0,
        "final_core_util_pct": 31.8,
    },
    "floorplanning": {
        "die_width_um": 145,
        "core_area_um2": 15300,
        "chip_area_um2": 21000,
        "fp.dieH_um": 145,
        "ioPinCount": 219,
        "rows": 45,
        "effective_utilization_at_floorplan_pct": 14.3,
    },
    "global_routing": {
        "grt_first_pass_wirelength_um": 12000,
        "antenna_violations_before_repair": 0,
        "gr-usage-all-layers_pct": 7.28,
        "vias_in_the_first_global_route": 2334,
        "gr-total-overflow": 0,
        "pin_count_of_the_biggest_net_entering_global_routing": 18,
    },
    "placed_design": {
        "hpwlAfterDp_um": 6190,
        "place_worst_setup_slack_ps": -537,
        "port_buffers": 218,
        "dpl.cell_count": 539,
        "gpl.final_weighted_congestion": 0.684,
    },
    "worst_hold_path": {
        "holdCritPathClass": "in -> reg",
    },
    "outcome": {
        "failed_checks": "setup timing",
        "outcome": "finished with violations",
    },
}
-- final timing paths --
path	startpoint	slack, ps	endpoint	cells past startpoint
max	memTypeE_o[0]	-520	memTypeE_o[0]	1
min	regWriteD_i	730	regWriteE_o	1
-- power by group through the flow --
stage	logic [mW]	registers [mW]	clock network [mW]
after global routing	0.674	4.67	6.30
after CTS	0.630	4.66	5.76
final	0.614	4.66	5.39
-- logic make-up after synthesis --
family                 share of synthesized area (%)
buffers and inverters                          0.172
flip-flops                                      99.8
-- metal layers --
layer  vias to the layer above  GRT usage, %
met4                         0          3.98
met1                       844          6.62
met5                         -             0
met3                        16          6.46
met2                       147          10.8
li1                       1010             -
-- per-stage QoR --
stage / area [um2] / setup TNS [ps]
2_1_floorplan: 2190 / 0
3_3_place_gp: 4630 / -73240
3_5_place_dp: 4630 / -73700
4_1_cts: 4820 / -56410
5_1_grt: 4850 / -58630
6_report: 4850 / -53250
-- area by class of cell --
class	count	area [um2]	share of cell area (%)
Clock buffer	9	225	4.64
Tap cell	211	264	5.44
Sequential cell	109	2190	45.3
Timing Repair Buffer	218	1660	34.3
Clock inverter	116	504	10.4
-- layout by cell type (no fill, tap or decap) --
master                            synthesis  routed
sky130_fd_sc_hd__buf_6                    0       4
sky130_fd_sc_hd__clkbuf_16                0       9
sky130_fd_sc_hd__inv_6                    0       1
sky130_fd_sc_hd__inv_1                    1     109
sky130_fd_sc_hd__bufinv_16                0       2
sky130_fd_sc_hd__dfxtp_1                109      99
sky130_fd_sc_hd__inv_4                    0       2
sky130_fd_sc_hd__dfxtp_2                  0      10
sky130_fd_sc_hd__clkinvlp_2               0       1
sky130_fd_sc_hd__clkdlybuf4s50_1          0     109
sky130_fd_sc_hd__clkinv_4                 0       1
sky130_fd_sc_hd__buf_2                    0     105
-- flip-flops by register name, indices dropped and copies added (netlist names) --
name	cells
AD3E_o	5
ALUresultE_o	32
AUIPCE_o	1
JALE_o	1
RD2E_o	32
incPC4_o	32
memSignE_o	1
memTypeE_o	2
memWriteE_o	1
regWriteE_o	1
resultSRCE_o	1
-- what timing repair did --
action,4_1_cts,5_1_grt
gates resized,344,10
endpoints found under the setup margin,109,109
pin swaps,0,0
Power is estimated from default activity; no workload was simulated.
