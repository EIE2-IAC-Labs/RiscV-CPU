**flow/config.mk**
```make
export PLATFORM = sky130hd
export DESIGN_NAME = fetch_reg_file
export DESIGN_NICKNAME = fetch_reg_file
export VERILOG_FILES = /design/flow/design.v
export SDC_FILE = /design/flow/constraint.sdc
export NUM_CORES = 4
export LEC_CHECK = 1
export CORE_UTILIZATION = 40
```
**flow/design.v**
```verilog
module fetch_reg_file #(
    parameter DATA_WIDTH = 32
)(
    input logic                         clk,
    input logic [DATA_WIDTH-1:0]        instrD_i,
    input logic [DATA_WIDTH-1:0]        incPCD_i,
    input logic [DATA_WIDTH-1:0]        PCD_i,
    output logic [DATA_WIDTH-1:0]       instrE_o,
    output logic [DATA_WIDTH-1:0]       incPCE_o,
    output logic [DATA_WIDTH-1:0]       PCE_o
);
always_ff @(negedge clk) begin
    instrE_o <= instrD_i;
    incPCE_o <= incPCD_i;
    PCE_o <= PCD_i;
end
endmodule
```
**flow/constraint.sdc**
```tcl
current_design fetch_reg_file

set clk_period 1.0
set clk_io_pct 0.2

create_clock -name clk0 -period $clk_period [get_ports {clk}]

set non_clock_inputs [all_inputs -no_clocks]
set_input_delay [expr $clk_period * $clk_io_pct] -clock clk0 $non_clock_inputs
set_output_delay [expr $clk_period * $clk_io_pct] -clock clk0 [all_outputs]
```
**flow/run.sh**
```bash
#!/bin/bash
# OpenROAD 26Q1-2900-gdf79404cd8, Yosys 0.63+post, stock flow scripts
make -C /OpenROAD-flow-scripts/flow DESIGN_CONFIG=/design/flow/config.mk WORK_HOME=/design/flow/orfs finish
```
==> results.cfg <==
; flow metrics
[outcome]
lastStage = 3_5_place_dp
status = aborted with a tool error
stop_error = [ERROR DPL-0036] Detailed placement failed.

[synthesis]
yosysChipArea_mm2 = 0.001926
yosysTopAreaCell = dfxtp_1
synth_area_mm2 = 0.001926
ys_sh_adder_pct = 0
mux_share_pct = 0
postSynthCellCount = 97
ys_sh_xor_pct = 0
yosys_warnings = 1
top_area_share_pct = 99.81
postSynthSeqShare_pct = 99.81
simple_gate_area_share_pct = 0
logic_family = buffers and inverters
ys_types = 2
ys.flops = 96
ys_cells = 97
area_leaders = dfxtp_1 (100%), inv_1 (0.19%)
compound_area_share_pct = 0
postSynthAreaPerCell_um2 = 19.85

[placed_design]
io_buffer_count = 192
gp_congestion = 0.7340

[floorplan]
fp_util_pct = 42.75
ioPinCount = 193
die_w_um = 71.38
die_height_um = 71.38
fp-row-count = 24
-- synth_stat cells, drive strengths merged --
library cell / count
inv: 1
dfxtp: 96
-- cells by family after synthesis --
family,count (synthesis)
flip-flops,96
buffers and inverters,1
-- per-stage QoR --
stage             total power, mW  worst slack, ns  std cells  hold WS, ns  area (µm²)
floorplan                   4.696          0.03849         97       0.7277        1926
global placement            5.454          -0.4882        341        1.148        3913
No activity file was given, so power comes from the tool's default toggle rates.
