$ cat /design/flow/config.mk
export PLATFORM = sky130hd
export DESIGN_NAME = mem_reg_file
export DESIGN_NICKNAME = mem_reg_file
export VERILOG_FILES = /design/flow/design.v
export SDC_FILE = /design/flow/constraint.sdc
export NUM_CORES = 4
export LEC_CHECK = 1
export CORE_AREA = 10 10 133 133
export DIE_AREA = 0 0 143 143
$ cat /design/flow/constraint.sdc
current_design mem_reg_file

set clk_period 1.0
set clk_io_pct 0.2

create_clock -name clk0 -period $clk_period [get_ports {clk}]

set non_clock_inputs [all_inputs -no_clocks]
set_input_delay [expr $clk_period * $clk_io_pct] -clock clk0 $non_clock_inputs
set_output_delay [expr $clk_period * $clk_io_pct] -clock clk0 [all_outputs]
$ cat /design/flow/design.v
module mem_reg_file #(
    parameter DATA_WIDTH = 32,
    REGISTER_ADDRESS_WIDTH = 5
)(
    input logic                             clk,
    input logic [DATA_WIDTH-1:0]            ALUResultD_i,
    input logic [DATA_WIDTH-1:0]            RD2D_i,
    input logic                             ResultSrcD_i,
    input logic                             regWriteD_i,
    input logic [REGISTER_ADDRESS_WIDTH-1:0] AD3D_i,
    input logic                             JALD_i,
    input logic [DATA_WIDTH-1:0]            incPC4_i,
    input logic                             AUIPCD_i,
    output logic [DATA_WIDTH-1:0]           ALUResultE_o,
    output logic [DATA_WIDTH-1:0]           RD2E_o,
    output logic                            ResultSrcE_o,
    output logic                            regWriteE_o,
    output logic [REGISTER_ADDRESS_WIDTH-1:0] AD3E_o,
    output logic                            JALE_o,
    output logic [DATA_WIDTH-1:0]           incPC5_o,
    output logic                            AUIPCE_o
);
always_ff @(negedge clk) begin
    ALUResultE_o <= ALUResultD_i;
    RD2E_o <= RD2D_i;
    ResultSrcE_o <= ResultSrcD_i;
    regWriteE_o <= regWriteD_i;
    AD3E_o <= AD3D_i;
    JALE_o <= JALD_i;
    incPC5_o <= incPC4_i;
    AUIPCE_o <= AUIPCD_i;
end
endmodule
$ cat /design/flow/run.sh
#!/bin/bash
# OpenROAD 26Q1-2900-gdf79404cd8, Yosys 0.63+post, stock flow scripts
make -C /OpenROAD-flow-scripts/flow DESIGN_CONFIG=/design/flow/config.mk WORK_HOME=/design/flow/orfs finish
==> insert_results.sql <==
-- implementation run metrics
INSERT INTO impl_metrics (metric_group, metric, value, unit) VALUES
('placed_design', 'placed_cells', '500', ''),
('logic_synthesis', 'synth.avg_cell_area', '19.9', 'um^2'),
('run_status', 'failed_checks', 'setup timing', ''),
('run_status', 'outcome', 'complete, but fails checks', ''),
('power', 'pwr_density_cell', '2200', 'nW/um^2'),
('logic_synthesis', 'ys_chip_area', '2110', 'um^2'),
('logic_synthesis', 'number_of_instances_in_the_synthesized_netlist', '106', ''),
('logic_synthesis', 'synthTopLogicFamily', 'buffers and inverters', ''),
('sta', 'setup_violations', '105', ''),
('layout', 'syn2layout_area_growth', '121', '%'),
('detailed_routing', 'drt_pre_antenna_iters', '4', ''),
('worst_setup_path', 'critPathLaunch', 'ALUResultE_o[1]', ''),
('logic_synthesis', 'top_cells_by_area', 'sky130_fd_sc_hd__dfxtp_1 100%, sky130_fd_sc_hd__inv_1 0.18%', ''),
('layout', 'final_cell_count_no_fill', '620', ''),
('clock_tree', 'clock_tree.root_cell', 'sky130_fd_sc_hd__clkbuf_16', ''),
('worst_setup_path', 'worstSetupEndpoint', 'ALUResultE_o[1]', ''),
('sta', 'unrepaired_setup_endpoints_after_global_routing', 'yes', ''),
('worst_setup_path', 'cp_cell_sequence', 'buf_2', ''),
('worst_setup_path', 'path_buffers', '1', ''),
('logic_synthesis', 'ys_seq_share', '0.998', ''),
('floorplan', 'fp.dieH', '143', 'um'),
('logic_synthesis', 'fa_ha_area_frac', '0', ''),
('logic_synthesis', 'ys_sh_mux', '0', ''),
('worst_setup_path', 'critical_path_cell_count', '1', ''),
('logic_synthesis', 'yosys_warnings', '1', ''),
('clock_tree', 'cts.reportedPaths.clkPinSlew', '0.03', 'ns'),
('floorplan', 'die_w', '143', 'um'),
('placed_design', 'finalWeightedCongestion', '0.669', ''),
('clock_tree', 'numCtsBuffers', '9', ''),
('worst_setup_path', 'start_kind', 'flop', ''),
('clock_tree', 'ctsHtreeMaxLevel', '3', ''),
('run', 'openroad.warnings', '132', ''),
('logic_synthesis', 'numSynthFlops', '105', ''),
('placed_design', 'placement.io_buffers', '210', ''),
('layout', 'final_layout_top_logic_cells', '105 x sky130_fd_sc_hd__inv_1, 105 x sky130_fd_sc_hd__clkdlybuf4s50_1, 102 x sky130_fd_sc_hd__buf_2', ''),
('global_route', 'grt_max_degree', '21', ''),
('detailed_routing', 'detail_route.antenna_diodes', '0', ''),
('floorplan', 'initial_utilization', '0.143', ''),
('worst_hold_path', 'worstHoldPathType', 'in2reg', ''),
('clock_tree', 'cts_num_sinks', '105', ''),
('logic_synthesis', 'synth_xor_xnor_area_share', '0', ''),
('global_route', 'grt_overflow', '0', ''),
('floorplan', 'die-area', '20400', 'um^2'),
('worst_setup_path', 'worstPathRequired', '0.80', 'ns'),
('power', 'power_leakage', '2.43', 'nW'),
('global_route', 'grt_pass1_wl', '10700', 'um'),
('detailed_routing', 'wire_length_after_detailed_routing', '7330', 'um'),
('logic_synthesis', 'compound_cell_area_share_of_the_yosys_netlist', '0', ''),
('sta', 'maxSlewHeadroom', '0.928', ''),
('logic_synthesis', 'netlist.area_leader.share', '0.998', ''),
('run', 'drv_cap', '0', ''),
('clock_tree', 'clk_path_buf_depth', '2', ''),
('clock_tree', 'post_cts.repair.setup_buffers', '0', ''),
('detailed_routing', 'detailed_route_via_count', '1890', ''),
('sta', 'worstMarginPinSlew', '0.109', 'ns'),
('detailed_routing', 'postRouteAntennaNets', '0', ''),
('global_route', 'grt_pass1_vias', '2181', ''),
('sta', 'finalWorstSetupSlack', '-0.524', 'ns'),
('worst_setup_path', 'timing_worst_setup_path_type', 'reg2out', ''),
('logic_synthesis', 'post-synth-top-area-cell', 'sky130_fd_sc_hd__dfxtp_1', ''),
('global_route', 'grt_antenna_before_repair', '0', ''),
('power', 'vdd_drop_max', '1.05', 'mV'),
('detailed_routing', 'viasPerCell', '3.05', ''),
('placed_design', 'hpwlAfterDp', '5700', 'um'),
('floorplan', 'ioPinCount', '211', ''),
('logic_synthesis', 'synthSimpleGateAreaFrac', '0', ''),
('global_route', 'grt_util_all_layers', '0.0666', ''),
('layout', 'post_route_cells_drive_above_1_share', '0.303', ''),
('sta', 'fin_tns_setup', '-51.84', 'ns'),
('floorplan', 'rows', '44', ''),
('clock_tree', 'cts_tree', 'done', '');
## area by class of cell
class	count	area, um^2
fill	1472	10100
timing repair buffer	210	1600
clock buffer	9	225
tap	184	230
sequential	105	2120
clock inverter	112	478
## metal layers
layer | track usage | vias up | routed length (um)
li1 | - | 975 | -
met1 | 0.0574 | 772 | 2550
met2 | 0.0953 | 132 | 3490
met3 | 0.0643 | 11 | 1120
met4 | 0.0440 | 0 | 170
met5 | 0 | - | 0
## per-stage QoR
step / cell area, um^2 / hold slack, ns / util / setup slack, ns / total power (W)
4_1_cts: 4620 / 0.706 / 0.315 / -0.554 / 0.0106
3_5_place_dp: 4440 / 1.15 / 0.302 / -0.519 / 0.00601
5_1_grt: 4640 / 0.703 / 0.316 / -0.574 / 0.0111
3_3_place_gp: 4440 / 1.15 / 0.302 / -0.517 / 0.00600
2_1_floorplan: 2110 / 0.728 / - / 0.0385 / 0.00514
6_report: 4640 / 0.729 / 0.316 / -0.524 / 0.0102
## flip-flops by register name, indices dropped and copies added (netlist names)
| register | flops |
|---|---|
| ALUResultE_o | 32 |
| RD2E_o | 32 |
| incPC5_o | 32 |
| AD3E_o | 5 |
| AUIPCE_o | 1 |
| JALE_o | 1 |
| ResultSrcE_o | 1 |
| regWriteE_o | 1 |
## power breakdown
group	switching (W)	internal [W]	total [W]
clock	0.00275	0.00237	0.00512
combinational	0.0000936	0.000495	0.000588
sequential	0.0000451	0.00445	0.00449
## worst min-delay path by stage
| stage | start | to | slack [ns] | cells past startpoint |
|---|---|---|---|---|
| after CTS | RD2D_i[9] | RD2E_o[9] | 0.71 | 1 |
| after global routing | incPC4_i[15] | incPC5_o[15] | 0.70 | 1 |
| final | incPC4_i[18] | incPC5_o[18] | 0.73 | 1 |
## synthesized netlist by cell type, drive strengths merged
cell,number
inv,1
dfxtp,105
## kinds of logic after synthesis
logic type	count (synthesis)
DFF	105
buffers and inverters	1
## repair_timing
action | in CTS | in global routing
hold buffers | 0 | 0
endpoints found under the setup margin | 105 | 105
gates resized | 334 | 9
Power figures rest on the tool's default switching activity, not on a simulated workload.
