`/design/flow/design.v`:
```
module decode_reg_file #(
    parameter DATA_WIDTH = 32,
    REGISTER_ADDRESS_WIDTH = 5
)(
    input logic                         clk,
    input logic                         resultSrcD_i,
    input logic                         memWriteD_i,
    input logic [1:0]                   memTypeWireD_i,
    input logic                         AUIPCWireD_i,
    input logic                         branchSrcD_i,
    input logic [3:0]                   ALUCtrlD_i,
    input logic                         JALRD_i,
    input logic [DATA_WIDTH-1:0]        PCD_i,
    input logic [DATA_WIDTH-1:0]        RD1D_i,
    input logic [DATA_WIDTH-1:0]        SrcBD_i,
    input logic [DATA_WIDTH-1:0]        RD2D_i,
    input logic [DATA_WIDTH-1:0]        ImmExtD_i,
    input logic [2:0]                   funct3D_i,
    input logic                         memSignWireD_i,
    input logic                         regWriteD_i,
    input logic [REGISTER_ADDRESS_WIDTH-1:0] AD3D_i,
    input logic                         JALD_i,
    input logic [DATA_WIDTH-1:0]        incPC2_i,
    output logic                        AUIPCWireE_o,
    output logic [1:0]                  memTypeWireE_o,
    output logic                        resultSrcE_o,
    output logic                        memWriteE_o,
    output logic                        branchSrcE_o,
    output logic [3:0]                  ALUctrlE_o,
    output logic                        JALRE_o,
    output logic [DATA_WIDTH-1:0]       PCE_o,
    output logic [DATA_WIDTH-1:0]       RD1E_o,
    output logic [DATA_WIDTH-1:0]       SrcBE_o,
    output logic [DATA_WIDTH-1:0]       RD2E_o,
    output logic [DATA_WIDTH-1:0]       ImmExtE_o,
    output logic [2:0]                  funct3E_o,
    output logic                        memSignWireE_o,
    output logic                        regWriteE_o,
    output logic [REGISTER_ADDRESS_WIDTH-1:0] AD3E_o,
    output logic                        JALE_o,
    output logic [DATA_WIDTH-1:0]       incPC3_o
);
always_ff @(negedge clk) begin
    resultSrcE_o <= resultSrcD_i;
    memWriteE_o <= memWriteD_i;
    branchSrcE_o <= branchSrcD_i;
    ALUctrlE_o <= ALUCtrlD_i;
    JALRE_o <= JALRD_i;
    PCE_o <= PCD_i;
    RD1E_o <= RD1D_i;
    SrcBE_o <= SrcBD_i;
    RD2E_o <= RD2D_i;
    ImmExtE_o <= ImmExtD_i;
    funct3E_o <= funct3D_i;
    memTypeWireE_o <= memTypeWireD_i;
    memSignWireE_o <= memSignWireD_i;
    AUIPCWireE_o <= AUIPCWireD_i;
    regWriteE_o <= regWriteD_i; 
    AD3E_o <= AD3D_i;
    JALE_o <= JALD_i;
    incPC3_o <= incPC2_i;
end
endmodule
```
`/design/flow/run.sh`:
```
#!/bin/bash
# OpenROAD 26Q1-2900-gdf79404cd8, Yosys 0.63+post, stock flow scripts
make -C /OpenROAD-flow-scripts/flow DESIGN_CONFIG=/design/flow/config.mk WORK_HOME=/design/flow/orfs finish
```
`/design/flow/config.mk`:
```
export PLATFORM = sky130hd
export DESIGN_NAME = decode_reg_file
export DESIGN_NICKNAME = decode_reg_file
export VERILOG_FILES = /design/flow/design.v
export SDC_FILE = /design/flow/constraint.sdc
export NUM_CORES = 4
export LEC_CHECK = 1
export CORE_AREA = 10 10 236 236
export DIE_AREA = 0 0 246 246
```
`/design/flow/constraint.sdc`:
```
current_design decode_reg_file

set clk_period 1.0
set clk_io_pct 0.2

create_clock -name clk0 -period $clk_period [get_ports {clk}]

set non_clock_inputs [all_inputs -no_clocks]
set_input_delay [expr $clk_period * $clk_io_pct] -clock clk0 $non_clock_inputs
set_output_delay [expr $clk_period * $clk_io_pct] -clock clk0 [all_outputs]
```
==> run notes <==
Results of an implementation run.

The flow ran to the end, but the final reports show violations. The checks that failed: setup timing. For this design the ratio of total power to cell area is 2240 nW/µm². Per the OpenROAD floorplan log, the width of the die is 246 µm. The classification of the worst-slack hold path is input port to flip-flop. In this design, the stage delay of the slowest critical-path cell is 0.31 ns. The first global-routing pass estimated 25.76 mm of wire. The utilization of the core after routing is 19.88%. TritonCTS built the clock tree. Each instance of the synthesized netlist takes up on average around 20 µm². Data on the critical path is required at its endpoint by 0.80 ns. Clock tree synthesis found a total of 214 sinks.

The maximum number of pins on one net before global-route repair is 14. The instance tally after logic synthesis is 215. In the CTS report, the clock slew at the register clock pins of the worst setup and hold paths is listed as 0.04 ns. The leakage component of the power was reported as 5.054 nW. Per the run summary, max-cap violations total 0. The root buffer cell is sky130_fd_sc_hd__clkbuf_16. The routability congestion estimate from global placement is 0.7322. After synthesis the cells add up to about 4300 µm².

Traced cell by cell, the critical path runs through buf_6. The number of setup violations in the final report is between 200 and 250. The critical path capture point type is a primary output. Per the OpenROAD floorplan log, the height of the die is roughly 250 µm. STA lists the startpoint of the worst hold path as incPC2_i[2].

The number of multi-input combinational cells is 0. The first-pass iteration count of the detailed router is 3. The cell total in the yosys stat output is 215.

The total global routing overflow is 0. The total clock buffers created by CTS is 26. The filler cells instantiated in the layout total 5426.

The timing report notes that buffer and inverter cells on the critical path total 1. The starting density of the core is 8.512%. The maximum clock path buffer count is 3. The critical path's slowest cell is sky130_fd_sc_hd__dfxtp_2. The synthesized design contains 0 enable-type register cells. The type of the worst setup path is flip-flop to primary output.

The post-layout worst setup margin is -0.7089 ns. The area taken by multi-input combinational cells is reported as 0 µm². The number of antenna violations at the first check in global routing is 1. Per the synthesis report, the single largest cell type by area occupies 99.91% of cell area. The total wirelength of the detailed-routed design is 17.70 mm. The wire length on met1 is between 5 and 6 mm. The detailed router finished its first iteration with 62 violations.

Detailed placement finished with a half-perimeter wire length of 13.46 mm. The relative max-transition margin is 88.22%. The relative area change from synthesis to final layout is 133.6%. The highest supply drop recorded on VDD is ~1.4 mV. According to the timing report, the critical path is launched from RD2E_o[29]. The cell area after placement is around 9400 µm².

Per the final timing report, the hold violations number 0. Sorting the synthesis cell report by count puts at the top sky130_fd_sc_hd__dfxtp_1. The most instantiated flip-flop cell in the synthesis netlist is sky130_fd_sc_hd__dfxtp_1. Of the cells placed in the final design, the portion with a size suffix greater than 1 is 31.04%. Signal nets in the final route climb as high as met4. Wire segments on met2 add up to approximately 8.4 mm in the final route. The kind of start point of the critical path is a flip-flop.

The number of global-route vias before repair is about 4900. The synthesis report lists the Yosys warning total as 1. The signal arrival time at the worst endpoint is 1.51 ns. The floorplan has between 80 and 90 rows. The floorplan core area is approximately 50000 µm².

The timing report attributes the biggest portion of critical-path delay to flip-flops. For this sky-water flow run, the detailed-routed wirelength per cell is reported as approximately 11 µm. Before CTS, the worst setup slack after placement is -0.5817 ns. After synthesis, the cell types taking the most area are sky130_fd_sc_hd__dfxtp_1, sky130_fd_sc_hd__inv_1. The share of the Yosys chip area taken by registers is between 90 and 100%. Post-synthesis, Yosys gives the total cell area as 4288 µm². The total power consumption of the routed design is 22.43 mW. The detail-routed via count per cell is 2.598.

The count of inserted antenna diode cells is 0. Counting pins that exceed their max-slew limit in the final report gives 0. The count of cell types in the netlist is 2. The tally of buffers added on design ports is about 430.

The count of tool warnings is 241. According to the I/O placement log, the pin count is about 430. The number of flip-flops and latches in the synthesized netlist is 214. The number of nets still failing antenna checks after routing is 0. The amount of wire on met3 after detailed routing is 2.687 mm.

The actual transition at the worst max-transition pin is 0.1767 ns. Global routing consumed, over all layers together, 5.477% of the routing resources. The H-tree depth is 1. The hold buffer count at cts is 0. Setup repair after global routing could not meet its margin everywhere. The sequential standard cell area is 4317 µm².

For the completed layout, the total cell area is recorded as 10010 µm². The number of remaining DRC errors is 0. In this run the worst path has a maximum fanout of 1. The async set or reset register ratio after synthesis is 0%. The routed via count is 4089. The die covers 60520 µm².

By count the netlist is led by sky130_fd_sc_hd__dfxtp_1, sky130_fd_sc_hd__inv_1. The cell taking the most area after synthesis is sky130_fd_sc_hd__dfxtp_1. Once the clock tree was built, the setup fixing pass inserted 0 buffers.
-- sequential cells by signal, summed over array words and instances (netlist names), 2 cells and up --
| name | flops |
|---|---|
| RD1E_o | 32 |
| ALUctrlE_o | 4 |
| ImmExtE_o | 32 |
| memTypeWireE_o | 2 |
| AD3E_o | 5 |
| SrcBE_o | 32 |
| incPC3_o | 32 |
| funct3E_o | 3 |
| PCE_o | 32 |
| RD2E_o | 32 |
-- cells in the final DEF, fill, tap and decap left out --
cell                              netlist  routed
sky130_fd_sc_hd__bufinv_16              0       1
sky130_fd_sc_hd__buf_4                  0       1
sky130_fd_sc_hd__dfxtp_2                0      26
sky130_fd_sc_hd__clkdlybuf4s50_1        0     214
sky130_fd_sc_hd__inv_1                  1     220
sky130_fd_sc_hd__clkinvlp_2             0       2
sky130_fd_sc_hd__clkinv_8               0       1
sky130_fd_sc_hd__inv_4                  0       2
sky130_fd_sc_hd__dfxtp_1              214     188
sky130_fd_sc_hd__buf_2                  0     210
sky130_fd_sc_hd__clkbuf_16              0      26
sky130_fd_sc_hd__clkinv_4               0       4
sky130_fd_sc_hd__buf_6                  0       4
sky130_fd_sc_hd__inv_8                  0       2
sky130_fd_sc_hd__inv_6                  0       1
-- per-stage QoR --
stage | TNS [ns] | hold slack [ns] | instances
2_1_floorplan | 0 | 0.7277 | 215
3_3_place_gp | -145.59 | 1.150 | 1316
3_5_place_dp | -146.18 | 1.152 | 1316
4_1_cts | -154.82 | 0.4964 | 1574
5_1_grt | -158.15 | 0.4979 | 1574
6_report | -144.77 | 0.5420 | 1574
-- cell type report --
class | instances | area share [%]
flip-flops and latches | 214 | 43.10
clock inverters | 233 | 9.595
well taps | 672 | 8.396
clock buffers | 26 | 6.497
repair buffers | 429 | 32.41
-- logic make-up after synthesis --
logic type,after synthesis,synth area share (%)
buffers and inverters,1,0.08746
flip-flops,214,99.91
-- per-layer routing --
metal,track usage (%),vias to the layer above
li1,-,2013
met2,8.265,263
met3,4.838,38
met4,3.376,0
met5,0,-
met1,4.743,1775
-- where the power goes --
part           total [mW]  leakage, nW  switching [mW]  internal (mW)
clock network        12.0         1.56            5.83           6.20
registers            9.17         1.81          0.0961           9.08
logic                1.22         1.69           0.216           1.01
total                22.4         5.05            6.15           16.3
-- timing repair --
action / CTS / global route
gates cloned: 0 / 0
setup endpoints to repair: 214 / 214
gates resized: 694 / 11
-- worst paths after layout --
path | end | slack (ns) | cells after the start
setup / recovery | RD2E_o[29] | -0.71 | 1
hold / removal | incPC3_o[2] | 0.54 | 1
No activity file was given, so power comes from the tool's default toggle rates.
