===== config.mk =====
export PLATFORM = sky130hd
export DESIGN_NAME = register_file
export DESIGN_NICKNAME = register_file
export VERILOG_FILES = /design/flow/design.v
export SDC_FILE = /design/flow/constraint.sdc
export NUM_CORES = 4
export LEC_CHECK = 1
export CORE_UTILIZATION = 30

===== constraint.sdc =====
current_design register_file

set clk_period 5.2
set clk_io_pct 0.2

create_clock -name clk0 -period $clk_period [get_ports {clk}]

set non_clock_inputs [all_inputs -no_clocks]
set_input_delay [expr $clk_period * $clk_io_pct] -clock clk0 $non_clock_inputs
set_output_delay [expr $clk_period * $clk_io_pct] -clock clk0 [all_outputs]

===== design.v =====
module register_file #(
    parameter ADDRESS_WIDTH = 5,
                DATA_WIDTH = 32
)(
    input logic                             clk,
    input logic [ADDRESS_WIDTH-1:0]         AD1_i,
    input logic [ADDRESS_WIDTH-1:0]         AD2_i,
    input logic [ADDRESS_WIDTH-1:0]         AD3_i,
    input logic                             WE3_i,
    input logic [DATA_WIDTH-1:0]            WD3_i,
    input logic                             TRIGGER_i,
    output logic [DATA_WIDTH-1:0]           RD1_o,
    output logic [DATA_WIDTH-1:0]           RD2_o,
    output logic [DATA_WIDTH-1:0]           a0_o  
);
logic [DATA_WIDTH-1:0] register_array [2**ADDRESS_WIDTH-1:0];
always_ff @(posedge clk) begin
    if(AD3_i != {ADDRESS_WIDTH{1'b0}}) begin
        if (WE3_i) register_array[AD3_i] <= WD3_i;
    end
    if(TRIGGER_i == 1'b1) register_array[5] <= 1;
end
always_comb begin 
    RD1_o = register_array[AD1_i];
    RD2_o = register_array[AD2_i];    
end
assign  a0_o = register_array[10];
endmodule

===== run.sh =====
#!/bin/bash
# OpenROAD 26Q1-2900-gdf79404cd8, Yosys 0.63+post, stock flow scripts
make -C /OpenROAD-flow-scripts/flow DESIGN_CONFIG=/design/flow/config.mk WORK_HOME=/design/flow/orfs finish

==> reports/metrics.csv <==
stage;metric;value;unit
synthesis;Synth Cell Area;48900;sq um
synthesis;Post-synth EDFFs;992;
final_timing;Fin. Hold Viols;0;
setup_path;critical path data required time;4.16;ns
setup_path;Worst Path Max Fanout;19;
global_routing;number of global-route vias before repair;32800;
final_timing;Slew HR;0.372;
cells_and_area;Storage cell area;30400;sq um
detailed_routing;vias;31800;
floorplan;io pins;146;
setup_path;CP max stage delay;0.72;ns
floorplan;Die Y;406;um
floorplan;Starting Density;0.304;
job;tool warnings;26;
synthesis;Dominant comb cell;multiplexers;
setup_path;Crit-path slowest cell;clkdlybuf4s50_1;
clocking;Late-Pin Clk Latency;0.69;ns
clocking;PostCTS Resize Cnt;0;
detailed_routing;vias per cell;5.34;
setup_path;Setup crit start kind;input pin;
clocking;CTS HTree Levels;3;
cells_and_area;max reg flops;1024;
synthesis;syn avg cell area;14.0;sq um
power;Worst IR Drop VDD;0.000258;V
final_timing;Slew @ Worst Pin;0.939;ns
global_routing;total track usage;0.203;
final_timing;min Tclk post-route;4.90;ns
global_routing;Overflow after GRT;0;
place;port bufs;145;
setup_path;cells along the critical path;clkdlybuf4s50_1 -> nor2b_4 -> buf_12 -> buf_4 -> a22o_1 -> nor3_1 -> a31oi_1 -> nand3_1 -> clkdlybuf4s50_1;
clocking;Clk pin slew, worst setup/hold paths;0.06;ns
synthesis;Registers, synthesis;1024;
clocking;CTS Hold Bufs;0;
cells_and_area;share of layout cells above drive strength 1;0.106;
detailed_routing;drt first pass iters;6;
synthesis;post-synthesis compound-gate area fraction;0.0834;
cells_and_area;filler instances;15200;
floorplan;Die W;406;um
synthesis;yosys stat area;48900;sq um
final_timing;cycle use final;0.942;
global_routing;largest net degree at the start of global routing;76;
cells_and_area;Area growth syn-to-layout;17.4;%
job;max_cap viols;0;
cells_and_area;Top reg by flops;register_array;
final_timing;RSZ-0062 raised after global routing;false;
global_routing;first-pass GRT wire length;227;mm
floorplan;chip area;165000;sq um
final_timing;Final Max Tran Viols;0;
detailed_routing;DRC Markers;0;
detailed_routing;post-DR wirelength/cell;26.8;um
synthesis;Synth Instances;3493;
synthesis;# Cells Yosys;3493;
synthesis;mux frac, synth;0.210;
synthesis;Post-synth top flop;edfxtp_1;
synthesis;XOR/XNOR Fraction of Synth Area;0;
synthesis;Post-synth seq share;0.622;
clocking;CTS tree;yes;
power;PwrDens;320;nW/um^2
cells_and_area;biggest regs;register_array x1024;
setup_path;FF-to-FF setup slack;4.55;ns
detailed_routing;final wirelength;160;mm
synthesis;Synth cell types;26;
final_timing;setup TNS;0;ns
synthesis;adder share;0;
final_timing;clk_skew;0;ns
clocking;clock buffer depth;3;
clocking;CTS buffer count;101;
floorplan;core area;161000;sq um
clocking;total setup buffers inserted after CTS;0;
status;status;finished, final reports clean;
clocking;CTS Sinks;1024;
setup_path;WP data arrival;3.86;ns
floorplan;Site Rows;147;
worst_hold_path;kind of path behind the tightest hold check;flip-flop to flip-flop;
final_timing;Achievable Freq;204;MHz
synthesis;FFs w/ async S/R, synth;0;
cells_and_area;Comb area;17300;sq um
synthesis;warnings from Yosys;1;
final_timing;Setup violations, final;0;
clocking;Root Driver;clkbuf_16;
place;hpwl dp;95.7;mm
synthesis;and+or+nand+nor area frac;0.0521;
global_routing;initial antenna violation count;5;
detailed_routing;DRT iter0 DRCs;1828;
power;leakage;20.9;nW
final_timing;Worst Slack Setup Final;0.301;ns
place;dpl ws;0.242;ns
setup_path;Critical Path Most Common Cell;clkdlybuf4s50_1;
detailed_routing;post-route antenna net violation count;0;
setup_path;crit path kind;input pin to primary output;
setup_path;Crit. End Element;primary output;
place;routability cong.;0.869;
cells in the mapped netlist, drive strengths merged (34+ instances only):
cell | number | area (sq um)
a21oi | 223 | 1120
buf | 175 | 1250
nor3 | 64 | 320
mux2i | 1024 | 10200
nand2 | 259 | 972
edfxtp | 992 | 29800
a31oi | 64 | 400
clkbuf | 88 | 353
nand3 | 194 | 971
nor2 | 34 | 128
a22oi | 192 | 1440
a22o | 128 | 1120
final timing paths:
path                         start               endpoint  depth (start not counted)
max                       AD2_i[2]               RD2_o[1]                          9
min          register_array[5][14]  register_array[5][14]                          2
max reg2reg  register_array[5][15]  register_array[5][15]                          2
min reg2reg  register_array[5][14]  register_array[5][14]                          2
worst max-delay path: cells and delay by family:
family,cells,cell delay [ns]
simple gates,3,0.51
buf+inv,4,1.74
compound gates,2,0.55
layout by cell type, fill, tap and decap left out:
cell / n
edfxtp_1: 992
nand2_1: 257
inv_8: 1
or3b_2: 3
nand3b_1: 6
nand2b_2: 4
bufinv_16: 7
a22oi_1: 192
nor3_1: 64
nor2_1: 1
clkinv_2: 20
buf_2: 1
diode_2: 1
nand2_2: 2
clkinv_1: 11
clkinv_8: 3
clkbuf_1: 28
clkbuf_16: 104
a21oi_1: 223
or2_1: 1
clkinvlp_4: 4
buf_8: 2
nor2b_4: 4
conb_1: 32
clkinv_4: 1
a22o_1: 128
and2_4: 2
buf_12: 57
buf_4: 143
mux2i_1: 1024
or2_2: 2
clkbuf_8: 11
or3_1: 1
dfxtp_1: 32
nor2_4: 33
nand3_1: 194
a31oi_1: 64
clkdlybuf4s50_1: 142
final cells by class:
type | instances | area share
antenna | 1 | 0.0000436
sequential | 1024 | 0.530
tap | 2160 | 0.0471
timing repair buffer | 345 | 0.0639
multi-input combinational | 2237 | 0.301
clock inverter | 47 | 0.00785
clock buffer | 143 | 0.0498
metal layers:
layer / track usage / up-vias / wire length, um
met3: 0.120 / 282 / 21800
li1: - / 14100 / -
met1: 0.245 / 15700 / 58200
met2: 0.312 / 1664 / 74400
met4: 0.0547 / 8 / 5340
met5: 0.00624 / - / 149
cell families after synthesis:
family	count (synthesis)
multiplexers	1024
AND/OR/NAND/NOR	574
flip-flops	1024
AND-OR/OR-AND	607
buffers and inverters	263
other	1
power breakdown:
part	switching (mW)	internal (mW)	total, mW
registers	0.0483	9.16	9.21
clock network	3.16	4.18	7.34
logic	1.09	0.719	1.81
stage by stage:
step	utilization	total power, mW	std cells	hold slack (ns)	cell area, sq um
after global routing	0.356	18.9	5956	0.496	57400
after floorplan	-	10.3	3524	0.442	49000
after global placement	0.336	11.2	5766	0.454	54100
after CTS	0.356	18.5	5956	0.468	57400
final	0.356	18.4	5957	0.470	57400
after detailed placement	0.336	11.2	5766	0.459	54100
Power figures rest on the tool's default switching activity, not on a simulated workload.
