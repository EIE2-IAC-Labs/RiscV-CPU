==> /design/flow/design.v <==
module ram_o #(
    parameter 
              WIDTH = 32 
)(
    input  logic    [1:0]           memtype_i,
    input  logic                    memsign_i,
    input  logic    [WIDTH-1:0]     rd_i,
    input  logic    [WIDTH-1:0]     a_i,
    output logic    [WIDTH-1:0]     rd_o
);
logic [1:0] whichbyte_i;
assign whichbyte_i = a_i[1:0];
always_comb begin
    case (memtype_i)
        2'b01:
            case (memsign_i)
                1'b0: 
                    case(whichbyte_i)
                        2'b00: rd_o ={{24{rd_i[7]}},  {rd_i[7:0]}};
                        2'b01: rd_o ={{24{rd_i[15]}}, {rd_i[15:8]}};
                        2'b10: rd_o ={{24{rd_i[23]}}, {rd_i[23:16]}};
                        2'b11: rd_o ={{24{rd_i[31]}}, {rd_i[31:24]}};
                    endcase
                1'b1:
                    case(whichbyte_i)
                        2'b00: rd_o ={{24{1'b0}}, {rd_i[7:0]}};
                        2'b01: rd_o ={{24{1'b0}}, {rd_i[15:8]}};
                        2'b10: rd_o ={{24{1'b0}}, {rd_i[23:16]}};
                        2'b11: rd_o ={{24{1'b0}}, {rd_i[31:24]}};
                    endcase
            endcase
        2'b10:
            case (memsign_i)
                1'b0: 
                    rd_o = whichbyte_i[1] ? {{16{rd_i[31]}}, rd_i[31:16]} : {{16{rd_i[15]}}, rd_i[15:0]};
                1'b1:
                    rd_o = whichbyte_i[1] ? {{16{1'b0}}, rd_i[31:16]} : {{16{1'b0}}, rd_i[15:0]};
            endcase
        default: rd_o = rd_i;
        endcase 
end
endmodule
==> /design/flow/run.sh <==
#!/bin/bash
# OpenROAD 26Q1-2900-gdf79404cd8, Yosys 0.63+post, stock flow scripts
make -C /OpenROAD-flow-scripts/flow DESIGN_CONFIG=/design/flow/config.mk WORK_HOME=/design/flow/orfs finish
==> /design/flow/config.mk <==
export PLATFORM = sky130hd
export DESIGN_NAME = ram_o
export DESIGN_NICKNAME = ram_o
export VERILOG_FILES = /design/flow/design.v
export SDC_FILE = /design/flow/constraint.sdc
export NUM_CORES = 4
export LEC_CHECK = 1
export CORE_AREA = 10 10 89 89
export DIE_AREA = 0 0 99 99
==> /design/flow/constraint.sdc <==
current_design ram_o

set clk_period 3.9
set clk_io_pct 0.2

create_clock -name clk0 -period $clk_period

set non_clock_inputs [all_inputs -no_clocks]
set_input_delay [expr $clk_period * $clk_io_pct] -clock clk0 $non_clock_inputs
set_output_delay [expr $clk_period * $clk_io_pct] -clock clk0 [all_outputs]
==> flow_summary_export.csv <==
group,metric,value,unit
die,boundaryPins,99,
min_path,hold_path_class,"in2out",
cells_and_area,stdcell_count,258,
yosys,top_cells_by_area,"a21oi_2, a21oi_1, nor2b_1, mux2_2, o2bb2ai_1",
timing,worst_slew_pin_slew,0.4111,ns
cells_and_area,fillers,636,
pwr,p_sw,90.21,uW
critical_path,path_delay_family,"buffers and inverters",
global_route,antenna_found_initial,0,
critical_path,critPathLaunchType,"primary input",
die,num_rows,28,
pwr,vdd.ir_drop.worst,44.21,uV
yosys,syn_inst,120,
clock_tree,postCtsSetupBuffers,0,
pwr,p_sw_frac,0.3716,
timing,layout_min_cycle_time,3.792,ns
placed_design,placed_cells,258,
timing,fin_crit_sh,0.9723,
critical_path,critical_path.cell_chain,"clkdlybuf4s50_1, inv_1, ha_1, buf_4, buf_4, o22ai_1, a22oi_1, o21ai_0, clkdlybuf4s50_1",
yosys,synth.distinct_cells,29,
timing,max_freq,263.7,MHz
placed_design,gp_congestion,0.7856,
global_route,grt_pass1_vias,1084,
global_route,grt_pass1_wl,6.230,mm
cells_and_area,regArea,0,sq um
critical_path,end_kind,"primary output",
cells_and_area,lay_top_count,"clkdlybuf4s50_1",
timing,setup_viol,0,
timing,hold_viol,0,
timing,setup_ws,0.1080,ns
pwr,power_frac_seq,0,
global_route,grt_max_degree,27,
pwr,share_comb_of_total_power,1.000,
pwr,p_clk_frac,0,
flow_run,drv_cap,0,
pwr,power,242.7,uW
yosys,syn_avg_cell_area,6.694,sq um
drt,vias_per_cell,4.190,
drt,drt_iter0_drc,52,
drt,antenna_cells,0,
cells_and_area,nClkBuffers,0,
drt,firstDrtPassIters,4,
global_route,gr-total-overflow,0,
die,floorplan.core_util,0.1341,
drt,drt-wirelength-per-cell,15.86,um
cells_and_area,layout_top_cells,"clkdlybuf4s50_1, a21oi_1, nand2_1",
critical_path,worst_path_max_delay_cell,"clkdlybuf4s50_1",
critical_path,path_buffers,5,
cells_and_area,mi_logic_area,709.4,sq um
pwr,leakage,0.0005600,uW
pwr,power.density,154.7,nW/um^2
yosys,synth_warnings,1,
critical_path,cp.required,3.12,ns
timing,relSlewSlack,0.7254,
status,status,"complete, no violations",
die,dieHeight,99,um
yosys,synth_seq_share,0,
critical_path,cp_max_fo,26,
global_route,grt_usage,0.07642,
placed_design,placed_area,1559,sq um
yosys,synth_area,803.3,sq um
cells_and_area,final_area,1569,sq um
flow_run,warning_count,63,
timing,drv_slew,0,
yosys,ys_cells,120,
die,coreArea,5991,sq um
placed_design,io_buffer_count,69,
cells_and_area,drive_above_1_share,0.1694,
drt,routed_wl,4.091,mm
drt,num_vias,1081,
critical_path,critPathKind,"in2out",
drt,drc,0,
yosys,ys_chip_area,803.3,sq um
die,die_area,9801,sq um
pwr,intPower,152.5,uW
die,fp.dieW,99,um
drt,ant_nets,0,
critical_path,worst_ep_arrival_time,3.01,ns
cells_and_area,syn_to_final_growth,95.33,%
placed_design,post-place-ws,-0.01565,ns
critical_path,max_stage_delay,0.48,ns
placed_design,dp_hpwl,3.283,mm
yosys,top_cell_area_share,0.1199,
timing,rsz0062_at_grt,"false",
yosys,yosys.area.top_type,"a21oi_2",
cells_and_area,ff_count,0,
## cells by family (layout without fill, tap and decap cells)
kind of cell | Yosys count | in the layout | share of synthesized area
adder cells (fa/ha/maj) | 2 | 2 | 0.03115
AND/OR/NAND/NOR | 40 | 40 | 0.2523
buffers and inverters | 18 | 81 | 0.1293
AND-OR/OR-AND | 49 | 49 | 0.4330
multiplexers | 11 | 11 | 0.1542
## timing repair
| item | 4_1_cts | 5_1_grt |
|---|---|---|
| hold buffers | 0 | 0 |
| hold endpoints to repair | 0 | 0 |
| gates resized | 1 | 2 |
| setup endpoints to repair | 5 | 6 |
## synthesized netlist by cell type, types with 3 or more instances
| cell type | count |
|---|---|
| nor3_1 | 3 |
| o2bb2ai_1 | 7 |
| nand2_1 | 15 |
| nor2b_1 | 13 |
| buf_2 | 4 |
| inv_1 | 4 |
| clkbuf_1 | 5 |
| a21oi_2 | 11 |
| a22oi_1 | 7 |
| mux2i_1 | 3 |
| a21oi_1 | 18 |
| mux2_2 | 7 |
| nor2_1 | 3 |
## routing by layer
| layer | vias to the layer above | wire length, um | global-route usage |
|---|---|---|---|
| met5 | - | 0 | 0 |
| met4 | 0 | 0 | 0 |
| met3 | 0 | 369 | 0.02396 |
| met2 | 40 | 1859 | 0.1242 |
| met1 | 485 | 1863 | 0.1026 |
| li1 | 556 | - | - |
## power groups by stage
stage / combinational (uW) / clock, uW / sequential, uW
CTS: 247 / 0 / 0
global route: 267 / 0 / 0
finish: 243 / 0 / 0
## final cells by class
cell class         count  share of cell area
inverters              4            0.009569
repair buffers        77              0.4785
well taps             75             0.05981
multi-input cells    102              0.4522
## metrics by stage
step                  util  TNS (ns)  hold WS, ns
global placement    0.2602   -0.1502        2.489
detailed placement  0.2602  -0.05545        2.483
CTS                 0.2611         0        2.491
floorplan                -         0        1.624
global route        0.2619         0        2.514
finish              0.2619         0        2.479
## path summary, 6_finish.rpt
| check | from | endpoint | cells past startpoint |
|---|---|---|---|
| hold / removal | rd_i[1] | rd_o[1] | 3 |
| setup / recovery | memtype_i[0] | rd_o[7] | 9 |
Power figures rest on the tool's default switching activity, not on a simulated workload.
